$ cat /design/flow/design.v
package functions_pkg;
   function integer bit_size;
   input integer value;
   reg [31:0] shifted;
   integer res;
   begin
      if (value != 0)
      begin
         shifted = value;
         for (res=0; (shifted != 0); res=res+1)
            shifted = shifted >> 1;
         bit_size = res;
      end
      else
         bit_size = 1;  
   end
   endfunction
endpackage
package logic_params_pkg;
   localparam TRUE   = 1'b1;   
   localparam FALSE  = 1'b0;   
   localparam ONE    = 1'b1;   
   localparam ZERO   = 1'b0;   
endpackage
module vedic_mult16x16
(
    input  wire   [15:0] a,
    input  wire   [15:0] b,
    output wire   [31:0] c
);
    wire   [15:0] q0,q1,q2,q3,q4,temp1;
    wire   [23:0] q5,q6,temp2,temp3,temp4;
    vedic_mult8 z1(a[7:0], b[7:0], q0);
    vedic_mult8 z2(a[15:8],b[7:0], q1);
    vedic_mult8 z3(a[7:0], b[15:8],q2);
    vedic_mult8 z4(a[15:8],b[15:8],q3);
    assign temp1  = {8'b0,q0[15:8]};
    assign q4     = q1 + temp1;
    assign temp2  = {8'b0,q2};
    assign temp3  = {q3,8'b0};
    assign q5     = temp2 + temp3;
    assign temp4  = {8'b0,q4};
    assign q6     = temp4 + q5;
    assign c[31:8]= q6;
    assign c[7:0] = q0[7:0];
endmodule
module vedic_mult8(a,b,c);
    input   wire  [7:0] a;
    input   wire  [7:0] b;
    output  wire [15:0] c;
    wire    [7:0] q0,q1,q2,q3,q4,temp1;
    wire   [11:0] q5,q6,temp2,temp3,temp4;
    vedic_mult4 z1(a[3:0],b[3:0],q0);
    vedic_mult4 z2(a[7:4],b[3:0],q1);
    vedic_mult4 z3(a[3:0],b[7:4],q2);
    vedic_mult4 z4(a[7:4],b[7:4],q3);
    assign temp1  = {4'b0,q0[7:4]};
    assign q4     = q1 + temp1;
    assign temp2  = {4'b0,q2};
    assign temp3  = {q3,4'b0};
    assign q5     = temp2 + temp3;
    assign temp4  = {4'b0,q4};
    assign q6     = temp4 + q5;
    assign c[15:4]= q6;
    assign c[3:0] = q0[3:0];
endmodule
module vedic_mult4(a,b,c);
    input   wire  [3:0] a;
    input   wire  [3:0] b;
    output  wire  [7:0] c;
    wire [3:0] q0,q1,q2,q3,q4,temp1;
    wire [5:0] q5,q6,temp2,temp3,temp4;
    vedic_mult2 z1(a[1:0],b[1:0],q0);
    vedic_mult2 z2(a[3:2],b[1:0],q1);
    vedic_mult2 z3(a[1:0],b[3:2],q2);
    vedic_mult2 z4(a[3:2],b[3:2],q3);
    assign temp1  = {2'b0,q0[3:2]};
    assign q4     = q1 + temp1;
    assign temp2  = {2'b0,q2};
    assign temp3  = {q3,2'b0};
    assign q5     = temp2 + temp3;
    assign temp4  = {2'b0,q4};
    assign q6     = temp4 + q5;
    assign c[7:2] = q6;
    assign c[1:0] = q0[1:0];
endmodule
module vedic_mult2(a, b, c);
    input [1:0]a;
    input [1:0]b;
    output [3:0]c;
    wire [3:0]c, temp;
    assign c[0]=a[0]&b[0];
    assign temp[0]=a[1]&b[0];
    assign temp[1]=a[0]&b[1];
    assign temp[2]=a[1]&b[1];
    ha z1(temp[0],temp[1],c[1],temp[3]);
    ha z2(temp[2],temp[3],c[2],c[3]);
endmodule
module ha(a,b,s,c);
    input a;
    input b;
    output s;
    output c;
    assign s = a^b;
    assign c = a&b;
endmodule
module vedic_mult32x32
(
    input  wire   [31:0]a,b,
    output wire   [63:0]c
);
    wire [31:0]q0,q1,q2,q3,q4,temp1;
    wire [47:0]q5,q6,temp2,temp3,temp4;
    vedic_mult16x16 z1(a[15:0], b[15:0], q0);
    vedic_mult16x16 z2(a[31:16],b[15:0], q1);
    vedic_mult16x16 z3(a[15:0], b[31:16],q2);
    vedic_mult16x16 z4(a[31:16],b[31:16],q3);
    assign temp1  = {16'b0,q0[31:16]};
    assign q4     = q1 + temp1;
    assign temp2  = {16'b0,q2};
    assign temp3  = {q3,16'b0};
    assign q5     = temp2 + temp3;
    assign temp4  = {16'b0,q4};
    assign q6     = temp4 + q5;
    assign c[63:16]  = q6;
    assign c[15:0]   = q0[15:0];
endmodule
$ cat /design/flow/run.sh
#!/bin/bash
# OpenROAD 26Q1-2900-gdf79404cd8, Yosys 0.63+post, stock flow scripts
make -C /OpenROAD-flow-scripts/flow DESIGN_CONFIG=/design/flow/config.mk WORK_HOME=/design/flow/orfs finish
$ cat /design/flow/config.mk
export PLATFORM = sky130hd
export DESIGN_NAME = vedic_mult32x32
export DESIGN_NICKNAME = vedic_mult32x32
export VERILOG_FILES = /design/flow/design.v
export SDC_FILE = /design/flow/constraint.sdc
export NUM_CORES = 4
export LEC_CHECK = 1
export CORE_UTILIZATION = 40
$ cat /design/flow/constraint.sdc
current_design vedic_mult32x32

set clk_period 63.5
set clk_io_pct 0.2

create_clock -name clk0 -period $clk_period

set non_clock_inputs [all_inputs -no_clocks]
set_input_delay [expr $clk_period * $clk_io_pct] -clock clk0 $non_clock_inputs
set_output_delay [expr $clk_period * $clk_io_pct] -clock clk0 [all_outputs]
==> flow_metrics.tcl <==
# yosys + openroad results
set metrics [dict create \
    crit_type "in2out" \
    grt_pass1_wl_um 213000 \
    io_pins 128 \
    hp-class "in2out" \
    cts-resized-gates 0 \
    required_ps 50800 \
    cp_max_fo 32 \
    clock.fmax_mhz 23.9 \
    fin_crit_ps 41900 \
    ant_nets 0 \
    hold_viol_final 0 \
    drc 0 \
    chipArea_sq_um 132000 \
    holdPathEnd "c[0]" \
    grt_pass1_vias 38388 \
    cap_viol_max_count 0 \
    seq_cells 0 \
    rsz0062_at_grt "false" \
    fp_util_pct 40.3 \
    via_per_inst 5.03 \
    std_cell_rows 132 \
    antenna_found_initial 10 \
    post_cts_buffers 0 \
    portBuffers 128 \
    finalClockPeriodUsage_pct 66.0 \
    startpoint_type "primary input" \
    ir_drop_v 0.000716 \
    warnings 32 \
    yosysWarnings 0 \
    grt_max_degree 33 \
    switchingPower_w 0.00899 \
    core_sq_um 129000 \
    lay_top_cells "1,472 x ha_1, 1,031 x and2_1, 594 x inv_1" \
    drive_above_1_share_pct 2.21 \
    final_core_util_pct 42.9 \
    crit_slowest_cell "fa_1" \
    netSwitchingFraction_pct 55.4 \
    p_per_area_nw_per_um2 293 \
    internal-power_w 0.00725 \
    die_h_um 363 \
    firstDrtPassIters 7 \
    regArea_sq_um 0 \
    yosys.stat.seqShare_pct 0 \
    wl_um 135000 \
    power.leakage_nw 30.7 \
    worstHoldPathCells 4 \
    cts-hold-fix-buffers 0 \
    fillers 12722 \
    netlist_area_sq_um 52200 \
    holdCritStartpoint "b[0]" \
    dieWidth_um 363 \
    vias 39349 \
    synth.distinct_cells 94 \
    drt_iter0_drc 1227 \
    slew_headroom_pct 31.4 \
    final_common_cell "ha_1" \
    status "completed" \
    wl_per_cell_um 17.3 \
    dp_hpwl_um 112000 \
    crit_path_max_incr_delay_ps 540 \
    gr-usage-all-layers_pct 21.4 \
    yosys-stat-area_sq_um 52200 \
    gp_congestion 0.972 \
    fin_tns_setup_ps 0 \
    tightestPinTransition_ps 1030 \
    drv_slew 0 \
    areaGrowthSynthToFinish_pct 6.32 \
    yosys_cells 6066 \
    arrival_ps 29200 \
    overflow 0 \
    avgSynthCellArea_sq_um 8.61 \
    n_clock_buffer 0 \
    cp-end-kind "output pin" \
    setup_violations 0 \
    synth_cells 6066 \
]
[through the flow]
stage               setup slack [ps]  area, sq um  hold slack, ps  total power, W  cells
floorplan                      24460        52200           25650         0.00860   6066
global placement               21630        55500           26690          0.0161   7813
detailed placement             21550        55500           26680          0.0161   7813
CTS                            21510        55500           26690          0.0162   7813
global route                   20360        55500           26740          0.0179   7813
finish                         21600        55500           26680          0.0162   7819
[cell families (layout without fill, tap and decap cells)]
family,after synthesis,count (layout),share of synthesized area [%]
other cells,0,6,0
fa+ha+maj,1882,1882,51.0
buf+inv,799,804,5.78
xor+xnor,716,716,12.0
simple gates,1650,1650,18.3
compound gates,1017,1017,12.9
mux,2,2,0.0407
[metal layers]
layer | vias to the layer above | part of all wire (%) | routed length (um) | track usage [%]
met1 | 18259 | 50 | 67000 | 32.0
li1 | 20516 | - | - | -
met4 | 0 | 0.72 | 971 | 1.43
met3 | 32 | 7.9 | 10700 | 6.66
met2 | 542 | 42 | 56200 | 31.9
met5 | - | 0 | 0 | 0
[cells in the mapped netlist (all sizes together) (51+ instances only)]
| library cell | count | area share (%) |
|---|---|---|
| clkbuf | 198 | 1.4 |
| fa | 410 | 16 |
| nor3 | 51 | 0.49 |
| nand3 | 57 | 0.55 |
| and2 | 1031 | 12 |
| a21oi | 335 | 3.3 |
| ha | 1472 | 35 |
| o21ai | 127 | 1.2 |
| xor2 | 241 | 4.0 |
| a21o | 317 | 4.6 |
| nand2 | 161 | 1.2 |
| xnor2 | 475 | 8.0 |
| inv | 594 | 4.3 |
| nor2 | 160 | 1.2 |
[power by group through the flow]
stage,sequential (W),clock [W],combinational (W)
4_1_cts,0,0,0.0162
5_1_grt,0,0,0.0179
[cell type report]
| cell class | instances | area (sq um) | area share [%] |
|---|---|---|---|
| diodes | 6 | 15.0 | 0.0270 |
| inverters | 594 | 2230 | 4.02 |
| repair buffers | 210 | 1900 | 3.42 |
| multi-input cells | 5267 | 49200 | 88.6 |
| well taps | 1742 | 2180 | 3.93 |
[critical path, delay by kind of cell]
family,cells,cell delay (ps)
xor+xnor,7,950
fa+ha+maj,16,6080
buf+inv,10,1800
compound gates,21,5300
simple gates,13,2310
[how the worst max path moves through the flow]
stage         start     to  slack, ps
CTS            a[0]  c[63]      21510
global route   a[0]  c[63]      20360
finish         a[1]  c[63]      21600
Power figures rest on the tool's default switching activity, not on a simulated workload.
